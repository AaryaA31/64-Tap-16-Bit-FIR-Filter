==> flow/design.v <==
`timescale 1ns/1ps
`timescale 1ns/1ps
module FIFO_memory (rdata, wdata, waddr, raddr, wclk_en, wfull, wclk
    );
    parameter DATA_SIZE = 16,
	      ADDR_SIZE = 6;
    output [DATA_SIZE-1:0] rdata;
    input [DATA_SIZE-1:0] wdata;
    input [ADDR_SIZE-1:0] raddr;
    input [ADDR_SIZE-1:0] waddr;
    input wclk_en, wfull, wclk;
    localparam DEPTH = 1<<ADDR_SIZE;      
    reg [DATA_SIZE-1:0] mem [0:DEPTH-1]; 
    assign rdata = mem[raddr];           
    always @(posedge wclk)
        if (wclk_en && !wfull) mem[waddr] <= wdata;  
endmodule
`timescale 1ns/1ps
module rptr_empty(
    rempty, raddr, rptr, rq2_wptr, rinc, rclk, rrst_n
    );
    parameter ADDR_SIZE=6;
    output reg rempty;                   
    output [ADDR_SIZE-1:0] raddr;        
    output reg [ADDR_SIZE :0] rptr;      
    input [ADDR_SIZE :0] rq2_wptr;       
    input rinc, rclk, rrst_n;             
    reg [ADDR_SIZE:0] rbin;                      
    wire [ADDR_SIZE:0] rgray_next, rbin_next;    
    wire rempty_val;                             
    always @(posedge rclk or negedge rrst_n) begin
        if (!rrst_n)                 
            {rbin, rptr} <= 0;
        else 
            {rbin, rptr} <= {rbin_next, rgray_next};   
    end
    assign raddr = rbin[ADDR_SIZE-1:0];                  
    assign rbin_next = rbin + (rinc & ~rempty);          
    assign rgray_next = (rbin_next>>1) ^ rbin_next;      
    assign rempty_val = (rgray_next == rq2_wptr);        
    always @(posedge rclk or negedge rrst_n) begin
        if (!rrst_n)                 
            rempty <= 1'b1;
        else 
            rempty <= rempty_val;   
    end
endmodule
`timescale 1ns/1ps
module two_ff_sync (q2, din, clk, rst_n
    );
    parameter SIZE = 7;
    output reg [SIZE-1:0] q2;
    input [SIZE-1:0] din;
    input clk, rst_n ;
    reg [SIZE-1:0] q1;  
    always @(posedge clk or negedge rst_n) begin
        if (!rst_n)
            {q2, q1} <= 0;           
        else
            {q2, q1} <= {q1, din};   
    end
endmodule
`timescale 1ns/1ps
module wptr_full (wfull, waddr, wptr, wq2_rptr, winc, wclk, wrst_n
    );
    parameter ADDR_SIZE = 6;
    output reg wfull;
    output [ADDR_SIZE-1:0] waddr;
    output reg [ADDR_SIZE :0] wptr;
    input [ADDR_SIZE :0] wq2_rptr;
    input winc, wclk, wrst_n;
    reg [ADDR_SIZE:0] wbin;                      
    wire [ADDR_SIZE:0] wgray_next, wbin_next;    
    wire wfull_val;                              
    always @(posedge wclk or negedge wrst_n) begin
        if (!wrst_n)             
            {wbin, wptr} <= 0;
        else
            {wbin, wptr} <= {wbin_next, wgray_next};  
    end
    assign waddr = wbin[ADDR_SIZE-1:0];              
    assign wbin_next = wbin + (winc & ~wfull);        
    assign wgray_next = (wbin_next>>1) ^ wbin_next;     
    assign wfull_val = (wgray_next=={~wq2_rptr[ADDR_SIZE:ADDR_SIZE-1], wq2_rptr[ADDR_SIZE-2:0]});
    always @(posedge wclk or negedge wrst_n) begin
        if (!wrst_n)             
            wfull <= 1'b0;
        else
            wfull <= wfull_val;  
    end
endmodule
module FIFO(rdata, wfull, rempty, wdata, winc, wclk, wrst_n, rinc, rclk, rrst_n        
    );
    parameter ASIZE=6,
	      DSIZE=16;
    output [DSIZE-1:0] rdata;        
    output wfull;                    
    output rempty;                   
    input [DSIZE-1:0] wdata;         
    input winc, wclk, wrst_n;        
    input rinc, rclk, rrst_n;         
    wire [ASIZE-1:0] waddr, raddr;
    wire [ASIZE:0] wptr, rptr, wq2_rptr, rq2_wptr;
    two_ff_sync sync_r2w (        
        .q2(wq2_rptr), 
        .din(rptr),
        .clk(wclk), 
        .rst_n(wrst_n)
    );
    two_ff_sync  sync_w2r (        
        .q2(rq2_wptr), 
        .din(wptr),
        .clk(rclk), 
        .rst_n(rrst_n)
    );
    FIFO_memory fifomem(     
        .rdata(rdata), 
        .wdata(wdata),
        .waddr(waddr), 
        .raddr(raddr),
        .wclk_en(winc), 
        .wfull(wfull),
        .wclk(wclk)
    );
    rptr_empty rptr_empty1(          
        .rempty(rempty),
        .raddr(raddr),
        .rptr(rptr), 
        .rq2_wptr(rq2_wptr),
        .rinc(rinc), 
        .rclk(rclk),
        .rrst_n(rrst_n)
    );
    wptr_full wptr_full1(            
        .wfull(wfull), 
        .waddr(waddr),
        .wptr(wptr), 
        .wq2_rptr(wq2_rptr),
        .winc(winc), 
        .wclk(wclk),
        .wrst_n(wrst_n)
    );
endmodule
==> flow/run.sh <==
#!/bin/bash
# OpenROAD 26Q1-2900-gdf79404cd8, Yosys 0.63+post, stock flow scripts
make -C /OpenROAD-flow-scripts/flow DESIGN_CONFIG=/design/flow/config.mk WORK_HOME=/design/flow/orfs finish
==> flow/config.mk <==
export PLATFORM = sky130hd
export DESIGN_NAME = FIFO
export DESIGN_NICKNAME = FIFO
export VERILOG_FILES = /design/flow/design.v
export SDC_FILE = /design/flow/constraint.sdc
export NUM_CORES = 4
export LEC_CHECK = 1
export CORE_UTILIZATION = 30
export SYNTH_HDL_FRONTEND = slang
==> flow/constraint.sdc <==
current_design FIFO

set clk_period 25.3
set clk_io_pct 0.2

create_clock -name clk0 -period $clk_period [get_ports {rclk}]
create_clock -name clk1 -period $clk_period [get_ports {wclk}]

set non_clock_inputs [all_inputs -no_clocks]
set_input_delay [expr $clk_period * $clk_io_pct] -clock clk0 $non_clock_inputs
set_output_delay [expr $clk_period * $clk_io_pct] -clock clk0 [all_outputs]
==> GITHUB_STEP_SUMMARY <==
### Flow metrics

| Metric | Value |
|---|---|
| Run status | `finished clean` |
| Post-synth ARST share | `5.19%` |
| Post-synth regs | `1080` |
| Worst path slowest cell | `dfrtp_4` |
| Postcts setup bufs | `0` |
| First-pass GRT wire length | `145 mm` |
| Internal power | `3.66 mW` |
| Final Hold Violation Tally | `0` |
| Cell repeated most along the worst path | `buf_4` |
| Vias in the first global route | `21909` |
| Crit start category | `flop` |
| Cell taking the most area after synthesis | `edfxtp_1` |
| CP max stage delay | `0.78 ns` |
| Filler Cell Count | `12498` |
| Slew Viols, Final | `0` |
| EDFF count, synth | `1024` |
| R2R Path End | `fifomem.mem[30][0]` |
| Hold Crit Start | `sync_w2r.q1[2]` |
| Tool warnings | `28` |
| Clock Skew | `0.0298 ns` |
| DRC | `0` |
| Crit Path Class | `reg2out` |
| Drt initial violations | `1510` |
| Clock power share | `29.8%` |
| Layout cells sized above 1 | `23.9%` |
| Avg Inst Size Synth | `22.2 um2` |
| Critical path capture point type | `output pin` |
| LEAKAGE | `15.4 nW` |
| Setup TNS | `0 ns` |
| Slew @ Worst Pin | `1.01 ns` |
| Setup WS post-layout | `15.27 ns` |
| Worst Hold Path EP | `sync_w2r.q2[2]` |
| Top cells by count, synth | `1024 x edfxtp_1, 208 x mux4_2, 120 x mux2i_1` |
| N_diodes | `0` |
| GP Congestion | `0.847` |
| Top cells, area | `edfxtp_1 74%, mux4_2 11%, dfrtp_1 3.3%, mux2i_1 2.9%, a22oi_1 1.5%` |
| Reg2reg start | `wptr_full1.wfull` |
| Power density over the cells | `109 nW/um2` |
| Total number of vias | `19562` |
| Crit-path cells | `buf_4 > buf_4 > buf_4 > mux4_2 > a22oi_1 > a2111oi_1 > buf_4 > a31o_1 > clkdlybuf4s50_1` |
| Final hold slack | `0.348 ns` |
| Sequential fraction of the synthesis area | `77.0%` |
| Top FF cell, synth | `edfxtp_1` |
| # Cells Yosys | `1882` |
| Chip width | `375 um` |
| Sequential Power Share | `41.0%` |
| Wirelength per Cell | `25.0 um` |
| Logic pwr share | `29.1%` |
| Synth Instances | `1882` |
| HPWL after detailed placement | `57.1 mm` |
| Port Buffers | `38` |
| R2R Setup Slk | `22.15 ns` |
| Grt ovf | `0` |
| DRT Pass-1 Iters | `5` |
| CP max FO | `43` |
| Die ar. | `141000 um2` |
| Initial antenna violation count | `2` |
| Unrepaired setup endpoints after global routing | `false` |
| Worst R2R Path Depth | `5` |
| # setup viols final | `0` |
| CTS tree | `yes` |
| Mapped cell area | `41800 um2` |
| Die height | `375 um` |
| Max VDD drop | `86.2 uV` |
| Yosys warning tally | `0` |
| Sw Share | `30.2%` |
| Pre-Place Util | `30.3%` |
| WP data arrival | `4.97 ns` |
| ANT nets after route | `0` |
| Largest net degree at the start of global routing | `65` |
| Psw | `1.58 mW` |
| # IOs | `40` |
| Cell Type Count | `45` |
| Max-cap viol count | `0` |
| Max_slew headroom | `32.1%` |
| Dominant cell area share | `73.6%` |
| Avg Vias per Cell | `4.96` |
| Synth top cell by count | `edfxtp_1` |
| Core area | `138000 um2` |
| Worst hold stages | `0` |
| CTS sink count | `1080` |
| Hold Crit Class | `reg2reg` |
| Final Routed Wirelength | `98.6 mm` |
| Area grow syn2layout | `15.0%` |
| Post-synth area from yosys stat | `41800 um2` |
| Required time of the worst setup path | `20.24 ns` |
| Row cnt | `136` |
| CTS clk-pin slew, worst paths | `0.06 ns` |
| Dpl ws | `15.63 ns` |
| Gr usage total | `15.2%` |
-- power by group through the flow --
stage / registers, mW / logic (mW) / clock network, mW
5_1_grt: 2.16 / 1.65 / 1.66
6_report: 2.15 / 1.53 / 1.56
4_1_cts: 2.15 / 1.54 / 1.59
-- flip-flops by register name, summed over array words and instances, names as in the netlist --
name and count:
sync_r2w.q2 7, fifomem.mem 1024, rptr_empty1.rempty 1, rptr_empty1.rbin 7, sync_w2r.q1 7, wptr_full1.wptr 6, wptr_full1.wbin 7, rptr_empty1.rptr 6
sync_w2r.q2 7, sync_r2w.q1 7, wptr_full1.wfull 1
-- metrics by stage --
step | cells | total power [mW] | util [%] | cell area (um2)
floorplan | 1882 | 3.17 | - | 41800
global placement | 3737 | 3.70 | 32.3 | 44500
detailed placement | 3737 | 3.71 | 32.3 | 44500
CTS | 3947 | 5.29 | 34.9 | 48000
global route | 3947 | 5.47 | 34.9 | 48000
finish | 3947 | 5.24 | 34.9 | 48000
-- cells in the final DEF (no fill, tap or decap), types with 16 or more instances in the layout --
master / instances
clkbuf_1: 20
clkinv_1: 32
mux4_2: 208
mux2i_1: 120
a21oi_1: 19
a22oi_1: 83
buf_4: 126
clkinv_2: 23
nor2b_1: 25
dfrtp_1: 51
clkdlybuf4s50_1: 22
mux4_1: 18
edfxtp_1: 1024
clkbuf_16: 110
nor2_1: 72
buf_2: 16
-- what timing repair did --
item                                   CTS  global route
endpoints found under the hold margin    7             0
hold buffers                             7             0
gates resized                            0             0
-- kinds of logic (layout without fill, tap and decap cells) --
kind of cell             after synthesis  in the layout  share of synthesized area, %
flip-flops                          1080           1080                          77.0
buffers and inverters                113            384                          1.99
AND-OR/OR-AND                        165            165                          3.04
AND/OR/NAND/NOR                      136            136                          1.55
multiplexers                         346            346                          15.2
XOR/XNOR                              37             37                          1.06
adder cells (fa/ha/maj)                5              5                         0.150
-- per-layer routing --
| metal | GRT usage [%] | up-vias | wire [um] | part of all wire (%) |
|---|---|---|---|---|
| met1 | 16.3 | 9901 | 32000 | 32 |
| met2 | 23.3 | 1211 | 47200 | 48 |
| li1 | - | 8270 | - | - |
| met3 | 11.7 | 178 | 16100 | 16 |
| met4 | 3.95 | 2 | 3130 | 3.2 |
| met5 | 0.617 | - | 118 | 0.12 |
-- how the worst max path moves through the flow --
stage	startpoint	endpoint	slack, ns	depth (start not counted)
4_1_cts	rptr_empty1.rbin[1]	rdata[6]	15.31	9
5_1_grt	rptr_empty1.rbin[1]	rdata[6]	14.97	9
6_report	rptr_empty1.rbin[1]	rdata[6]	15.27	9
-- worst max-delay path: cells and delay by family, from the launching register on --
kind | cells | cell delay, ns
buffers and inverters | 5 | 2.52
muxes | 1 | 0.34
DFF | 1 | 0.78
AOI/OAI and AO/OA | 3 | 1.02
-- cell type report --
| type | instances | area (um2) | area share [%] |
|---|---|---|---|
| clock buffer | 131 | 2840 | 5.91 |
| clock inverter | 72 | 646 | 1.34 |
| inverter | 10 | 37.5 | 0.0781 |
| multi-input combinational | 689 | 8790 | 18.3 |
| sequential | 1080 | 32200 | 67.0 |
| tap | 1794 | 2240 | 4.67 |
| timing repair buffer | 171 | 1320 | 2.74 |
Power figures rest on the tool's default switching activity, not on a simulated workload.
