==> flow/run.sh <==
#!/bin/bash
# OpenROAD 26Q1-2900-gdf79404cd8, Yosys 0.63+post, stock flow scripts
make -C /OpenROAD-flow-scripts/flow DESIGN_CONFIG=/design/flow/config.mk WORK_HOME=/design/flow/orfs finish
==> flow/config.mk <==
export PLATFORM = sky130hd
export DESIGN_NAME = ALU
export DESIGN_NICKNAME = ALU
export VERILOG_FILES = /design/flow/design.v
export SDC_FILE = /design/flow/constraint.sdc
export NUM_CORES = 4
export LEC_CHECK = 1
export CORE_UTILIZATION = 30
export SYNTH_HDL_FRONTEND = slang
==> flow/constraint.sdc <==
current_design ALU

set clk_period 115.5
set clk_io_pct 0.2

create_clock -name clk0 -period $clk_period

set non_clock_inputs [all_inputs -no_clocks]
set_input_delay [expr $clk_period * $clk_io_pct] -clock clk0 $non_clock_inputs
set_output_delay [expr $clk_period * $clk_io_pct] -clock clk0 [all_outputs]
==> flow/design.v <==
`timescale 1ns/1ps
module ALU( opcode, opA, opB, Result, carry_out,ALU_en);
	input [15:0] opA;
	input ALU_en;
	input [15:0] opB;
	input [3:0] opcode;
	output [15:0] Result;
	output carry_out;
	wire [16:0] tmp;
	reg [7:0] result;
	assign Result = result;
	assign tmp={1'b0,opA}+{1'b0,opB};
	assign carry_out=tmp[16];
	always @(*)
	begin
		case(opcode)
			4'b0000: 
			result=opA+opB;
			4'b0001: 
			result=opA-opB;
			4'b0010: 
			result=(opA*opB);
			4'b0011: 
			result=(opA)/opB;
			4'b0100: 
			result=opA<<1;
			4'b0101: 
			result=opA>>1;
			4'b0110: 
			result={opA[14:0],opA[15]};
			4'b0111: 
			result= {opA[0],opA[15:1]};
			4'b1000: 
			result=opA&opB;
			4'b1001: 
			result=opA |opB;
			4'b1010: 
			result=opA ^opB;
			4'b1011: 
			result= ~(opA |opB);
			4'b1100: 
			result= ~(opA & opB);
			4'b1101: 
			result=~(opA^opB);
			4'b1110: 
			result=(opA>opB)? 16'd1:16'd0;
			4'b1111: 
			result=(opA==opB)? 16'd1:16'd0;
			default:result=opA+opB;
		endcase
	end
	endmodule
==> results.py <==
# Metrics from the implementation run
metrics = {
    "outcome": {
        "status": "completed",
    },
    "synth": {
        "ys_types": 85,
        "ys_cells": 1386,
        "ys.warnings.count": 0,
        "syn_inst": 1386,
        "synth.avg_cell_area_um2": 7.089,
        "yosys_area_um2": 9826,
        "ys_seq_frac": 0,
        "syn_area_um2": 9826,
    },
    "min_path": {
        "hp-class": "in2out",
        "hold_path_end": "Result[0]",
        "hold_depth": 5,
        "hold_start": "opcode[1]",
    },
    "cells_and_area": {
        "flop-count": 0,
        "drive_gt1_frac": 0.05524,
        "nClkBuffers": 0,
        "flop_area_um2": 0,
        "layout_top_cell": "ha_1",
        "syn_to_final_growth_pct": 9.971,
        "final_core_util": 0.3389,
        "final_cell_mix": "ha_1 (201), nor2_1 (129), a21oi_1 (118)",
        "nFillCells": 3368,
        "comb_area_um2": 9248,
    },
    "job": {
        "warning_count": 60,
        "cap_violations": 0,
    },
    "floorplanning": {
        "num_rows": 65,
        "initCoreUtil": 0.3082,
        "boundaryPins": 54,
        "dieHeight_um": 183.0,
        "fp.dieW_um": 183.0,
        "fp.coreArea_um2": 31880,
        "dieArea_um2": 33480,
    },
    "pwr": {
        "power.total_uw": 63.70,
        "irDropWorstVdd_uv": 2.602,
        "p_per_area_nw_per_um2": 5.895,
        "p_leak_nw": 4.830,
    },
    "critical_path": {
        "cp.required_ps": 92400,
        "start_kind": "primary input",
        "worstSetupPathType": "in2out",
        "cp.arrival_ps": 55010,
        "cpMaxStageDelayCell": "nor4_1",
        "crit_path_max_incr_delay_ps": 830,
        "crit_top_cell": "ha_1",
        "cp_max_fo": 18,
        "endpoint_kind": "output port",
    },
    "route": {
        "drt_first_iter_violations": 600,
        "routed_via_density": 5.496,
        "dr.pass1.iters": 5,
        "wl_per_cell_um": 16.67,
        "wirelength_um": 30790,
        "drc": 0,
        "vias": 10150,
        "ant_nets": 0,
        "antenna_cells": 0,
    },
    "clocking": {
        "postCtsSetupBuffers": 0,
        "holdBufCountCts": 0,
        "cts_resized": 0,
    },
    "grt": {
        "grt_max_degree": 42,
        "antenna_found_initial": 0,
        "track_usage": 0.1848,
        "grt_pass1_vias": 9168,
        "grt_remaining_overflow": 0,
        "grt_pass1_wl_um": 48930,
    },
    "placed_design": {
        "io_buffers": 45,
        "hpwl_um": 24580,
        "place_congestion": 0.9560,
    },
    "timing": {
        "finalHoldViolCount": 0,
        "drv_slew": 0,
        "timing.fmax_ghz": 0.01280,
        "finalCritPeriodShare": 0.6762,
        "period_needed_ps": 78110,
        "tightest_slew_ps": 863.2,
        "setup_tns_ps": 0,
        "rsz0062_at_grt": "false",
        "hold_ws_ps": 47600,
        "setup_viol": 0,
        "relSlewSlack": 0.4201,
    },
}
==> per-layer routing <==
metal  GRT usage  wire length, µm  share of wire
met2      0.2938            13390           0.43
met5           0                0              0
met1      0.2771            15340           0.50
met3     0.01478             1648          0.054
met4     0.02800              424          0.014
==> layout make-up <==
| cell class | instances | share of cell area |
|---|---|---|
| Inverter | 100 | 0.03474 |
| Multi-Input combinational cell | 1242 | 0.8558 |
| Tap cell | 435 | 0.05037 |
| Timing Repair Buffer | 70 | 0.05905 |
==> cell families (layout without fill, tap and decap cells) <==
family,count (synthesis),count (layout),share of synthesized area
AOI/OAI and AO/OA,459,459,0.3184
muxes,42,42,0.04533
xor gates and xnor gates,103,103,0.09181
buffers and inverters,151,170,0.06227
adders and majority gates,214,214,0.2824
other,1,8,0.0003817
and+or+nand+nor,416,416,0.1994
==> critical path, delay by kind of cell <==
| family | cells | cell delay (ps) |
|---|---|---|
| compound gates | 60 | 18300 |
| fa+ha+maj | 15 | 4870 |
| buf+inv | 9 | 1910 |
| mux | 5 | 2010 |
| simple gates | 21 | 4730 |
==> power by group <==
group          switching, mW  leakage [nW]  internal, mW
Clock                      0             0             0
Sequential                 0             0             0
Combinational         0.0358          4.83        0.0279
==> how the worst max path moves through the flow <==
stage | start | endpoint | slack [ps] | cells after the start
CTS | opB[15] | Result[0] | 37630 | 110
finish | opB[15] | Result[0] | 37390 | 110
global route | opB[15] | Result[0] | 34850 | 113
==> through the flow <==
step                      area, µm²  instances  worst slack (ps)
after floorplan                9852       1393             44230
after global placement        10810       1847             37770
after detailed placement      10810       1847             37730
after CTS                     10810       1847             37630
after global routing          10810       1847             34850
final                         10810       1847             37390
==> synthesized netlist by cell type (21+ instances only) <==
| cell | count | area (µm²) |
|---|---|---|
| ha_1 | 201 | 2515 |
| clkbuf_1 | 31 | 116.4 |
| xor2_1 | 28 | 245.2 |
| nand3_1 | 31 | 155.2 |
| o21ai_0 | 70 | 350.3 |
| a211oi_1 | 24 | 180.2 |
| nor2_1 | 129 | 484.2 |
| nand2_1 | 106 | 397.9 |
| o21a_1 | 45 | 337.8 |
| or3_1 | 21 | 131.4 |
| xnor2_1 | 75 | 656.9 |
| nor3_1 | 47 | 235.2 |
| inv_1 | 99 | 371.6 |
| a21o_1 | 46 | 345.3 |
| a21oi_1 | 118 | 590.6 |
| mux2i_1 | 25 | 250.2 |
Power figures rest on the tool's default switching activity, not on a simulated workload.
