==> design/flow/config.mk <==
export PLATFORM = sky130hd
export DESIGN_NAME = IMEM
export DESIGN_NICKNAME = IMEM
export VERILOG_FILES = /design/flow/design.v
export SDC_FILE = /design/flow/constraint.sdc
export NUM_CORES = 4
export LEC_CHECK = 1
export CORE_UTILIZATION = 40
export SYNTH_HDL_FRONTEND = slang
==> design/flow/constraint.sdc <==
current_design IMEM

set clk_period 38.4
set clk_io_pct 0.2

create_clock -name clk0 -period $clk_period [get_ports {clk}]

set non_clock_inputs [all_inputs -no_clocks]
set_input_delay [expr $clk_period * $clk_io_pct] -clock clk0 $non_clock_inputs
set_output_delay [expr $clk_period * $clk_io_pct] -clock clk0 [all_outputs]
==> design/flow/design.v <==
`timescale 1ns/1ps
module IMEM( clk, resetn,read, data_in, load_en, data_out, read_en);
	input clk;
	input resetn;
	input [15:0] data_in;
	input load_en;
	input read_en;
	output [15:0] data_out;
	output reg [5:0] read;
	reg [5:0] read_add;
	reg [15:0]mem[63:0];
	integer i;
	always @ (posedge clk) begin
		if (~resetn) begin
			for (i=0; i<64; i=i+1) begin
				mem[i] <=16'd0;
			end
		end
		else if (load_en) begin
			mem[0] <=data_in;
			for (i=1; i<63; i=i+1) begin
				mem[i] <= mem[i-1];
			end
		end
	end
		assign data_out=mem[read_add];
	always @(posedge clk) begin
		if(~resetn) begin
			read_add =6'd0;
			read <=read_add;
		end
		if (read_en) begin
			read_add = (read_add+1)%64;
			read<=read_add;
		end
	end
endmodule
==> design/flow/run.sh <==
#!/bin/bash
# OpenROAD 26Q1-2900-gdf79404cd8, Yosys 0.63+post, stock flow scripts
make -C /OpenROAD-flow-scripts/flow DESIGN_CONFIG=/design/flow/config.mk WORK_HOME=/design/flow/orfs finish
==> flow_results.org <==
#+TITLE: Physical design notes

** Cells and area
- Area growth, synth to finish :: 10.71%
- Cells with a size suffix above 1 make up between 10% and 20% of the layout.
- Non-filler instance count after layout :: approximately 4,600
- The post-route utilization of the core is recorded as 44.61%.
- Final design instance area without fill :: between 0.05 and 0.06 sq mm

** STA
- Hold Vio Cnt, Final :: 0
- Relative slew slack :: about a third
- For the final routed database, the setup TNS stands at 0 ns.
- Maximum clock frequency :: around 0.077 GHz
- Final setup violation count :: 0
- Clock period minus worst slack :: roughly 13 ns
- Slew Viols, Final :: 0
- After layout, the worst path uses between 30% and 40% of the clock period.
- Tightest Pin Transition :: 0.9722 ns
- After layout, the worst setup slack is 25.34 ns.
- Between clock sinks in the finished design, the worst skew comes to 0.01767 ns.
- Setup repair after global routing left no endpoint under its margin.

** Pwr
- Looking at the VDD voltage map, the peak drop is between 0.00003 and 0.00004 V.
- Summed over all cells, the static leakage comes to roughly 0.020 uW.
- Power density over cell area :: roughly 50 mW/mm^2

** Setup path
- CP Max Fanout :: 36
- Kind of critical path :: register to primary output
- Reg-to-reg setup timing slack :: approximately 35 ns
- Crit path top cell by count :: sky130_fd_sc_hd__buf_4
- The data arrival time reported for the critical path is about 5.4 ns.
- Per the post-run analysis, buffers plus inverters along the critical path come to 5.
- On the critical path, the stage with the largest delay is an instance of sky130_fd_sc_hd__dfxtp_4.
- Longest individual stage delay on the worst path :: 0.69 ns
- Gate family responsible for the most delay along the worst path :: buffers and inverters
- Data required time of the worst path :: 30.72 ns
- STA classifies the critical path endpoint as a primary output.
- The signal on the critical path passes through buf_4 > buf_4 > buf_4 > buf_4 > mux4_2 > o211ai_1 > a21oi_1 > o22a_1 > clkdlybuf4s50_1.
- The worst setup path is launched from a register.

** GRT
- Via count of the first global-routing pass :: 27,170
- GR Layer Usage met2 :: between 20% and 30%
- After global routing the overflow that remains totals 0.
- The number of antenna violations at the first check in global routing was 0.
- Wire length of the first global-routing pass :: ~160,000 um
- Largest net degree at the start of global routing :: about 240
- met1 track demand over resource after global routing is between 20% and 30%.
- Summed over all routing layers, the global router reports a total usage of 18.87%.
- Most used routing layer in global routing :: met1
- GRT met3 Usage :: a little under an eighth

** Floorplan
- Total I/O pin count :: 42
- The chip occupies about 0.12 sq mm.
- Per the OpenROAD floorplan log, the area of the core is between 0.1 and 0.15 sq mm.
- Die Span Y :: 341.2 um
- Share of the core filled by cells before placement :: 40.30%
- In this run the horizontal extent of the chip is 341.2 um.
- The floorplan has 124 rows.

** Synth
- Yosys stat counts roughly 3,000 cells in the synthesized netlist.
- Yosys reported that registers with async set or reset make up 0%.
- Per the synthesis report, the number of distinct cell types is between 50 and 60.
- Cell count after synthesis :: 3,045
- Average size of a mapped cell :: 15.11 sq um
- The synthesized design contains 1,014 enable-type register cells.
- Most used flip-flop cell :: sky130_fd_sc_hd__edfxtp_1
- Most area-hungry cell type in the Yosys netlist :: sky130_fd_sc_hd__edfxtp_1
- The warning tally printed by Yosys for this design is 0.
- Among all cell types in the netlist, the one instantiated most often is sky130_fd_sc_hd__edfxtp_1.
- Synthesis inferred a little over 1,000 register bits.
- Share of the synthesized area in the top cell type :: approximately two thirds
- The synthesized netlist occupies a cell area of approximately 0.046 sq mm.
- Commonest cells in the synthesized netlist :: sky130_fd_sc_hd__edfxtp_1 (1,014), sky130_fd_sc_hd__and3_1 (545), sky130_fd_sc_hd__and2_1 (469)
- Per Yosys stat, the portion of area used by sequential elements is about two thirds.
- Chip area estimate from yosys synthesis :: ~0.046 sq mm
- For reference, the top cells by area after synthesis are sky130_fd_sc_hd__edfxtp_1 (66%), sky130_fd_sc_hd__mux4_2 (8.2%), sky130_fd_sc_hd__and3_1 (7.4%), sky130_fd_sc_hd__and2_1 (6.4%), sky130_fd_sc_hd__mux2i_1 (3.6%).

** Clock tree
- H-tree levels :: 3
- Number of buffers created by CTS :: 102
- Reg clk slew, reported paths :: 0.06 ns
- Post-CTS Hold Buffers :: 0
- In this run the clock root is driven by a sky130_fd_sc_hd__clkbuf_16.
- After clock tree synthesis, the setup repair step added 0 buffers.
- The later pin in the worst-skew pair is clocked with a latency of roughly 0.67 ns.
- The longest clock path from root to sink contains 3 buffers.
- The tree built by TritonCTS fans out to 1,020 sinks.
- TritonCTS built the clock tree.
- Gates resized during post-CTS repair numbered 0.

** Detailed routing
- Routed wire per std cell :: ~22 um
- Antenna cells :: 0
- Vias per Instance :: around 5.6
- Before antenna repair, the detailed router went through 5 iterations.
- Detailed-route DRC error count :: 0
- Detailed routing inserted a total of approximately 26,000 vias.
- Tally of nets with antenna violations remaining after routing :: 0
- Total wire length :: 100,500 um
- Iteration-0 DRC Markers :: roughly 2,000

** Placed design
- Detailed placement ended at an HPWL of around 57,000 um.
- Per the placement report, the placed cell count is ~4,400.
- The congestion estimate from routability-driven global placement came to 0.8212.
- The placement report lists the number of port buffers as a little over 40.
- Area of placed instances :: ~0.048 sq mm
- Setup slack on the worst path after placement came out at ~26 ns.

** Hold path
- The path class of the tightest hold or removal check is register to register.

** Job
- Tool Warnings :: ~40
- Max-cap violations :: 0

** Status
- Run status :: completed
## power breakdown
part | leakage [uW] | internal (uW) | switching [uW]
registers | 0.0112 | 1310 | 40.2
logic | 0.00731 | 108 | 138
clock network | 0.00157 | 559 | 423
## flip-flops by register name (all words and copies together), names as in the netlist
signal,cells
mem,1008
read,6
read_add,6
## worst paths after layout
| kind | startpoint | end | cells past startpoint |
|---|---|---|---|
| worst min register to register | mem[33][15]$_SDFFCE_PN0P_ | mem[34][15]$_SDFFCE_PN0P_ | 1 |
| worst max-delay path | read_add[0]$_DFF_P_ | data_out[12] | 9 |
| worst max register to register | read_add[0]$_DFF_P_ | read[5]$_SDFFCE_PN0P_ | 7 |
| worst min-delay path | mem[33][15]$_SDFFCE_PN0P_ | mem[34][15]$_SDFFCE_PN0P_ | 1 |
## cells in the final DEF, fill, tap and decap left out, drive strengths merged, types with 2 or more instances in the layout
| cell | synthesis | routed |
|---|---|---|
| nand3b | 14 | 14 |
| nor2b | 7 | 7 |
| mux2 | 9 | 9 |
| buf | 56 | 70 |
| dfxtp | 6 | 6 |
| clkinvlp | 0 | 7 |
| edfxtp | 1014 | 1014 |
| o211ai | 26 | 26 |
| clkdlybuf4s50 | 0 | 39 |
| a22oi | 39 | 39 |
| o22a | 13 | 13 |
| and2 | 470 | 470 |
| bufinv | 0 | 10 |
| mux4 | 168 | 168 |
| nor2 | 21 | 21 |
| xnor2 | 3 | 3 |
| clkbuf | 226 | 122 |
| a21o | 3 | 3 |
| a211oi | 5 | 5 |
| a22o | 2 | 2 |
| nor3 | 2 | 2 |
| o31ai | 13 | 13 |
| mux2i | 167 | 167 |
| xor2 | 3 | 3 |
| nand3 | 3 | 3 |
| o21ai | 33 | 33 |
| a221oi | 14 | 14 |
| a21oi | 69 | 69 |
| nand2b | 4 | 4 |
| a31oi | 15 | 15 |
| clkinv | 0 | 43 |
| nand2 | 43 | 43 |
| o22ai | 32 | 32 |
| and3 | 545 | 545 |
| o221ai | 4 | 4 |
| inv | 5 | 11 |
## stage by stage
stage	hold WS, ns	power [uW]
3_5_place_dp	0.5392	1621
4_1_cts	0.5524	2602
5_1_grt	0.5691	2677
6_report	0.5449	2578
2_1_floorplan	0.5196	1594
3_3_place_gp	0.5281	1614
## cell families (layout without fill, tap and decap cells)
| group | count (synthesis) | after routing | share of synthesized area [%] |
|---|---|---|---|
| multiplexers | 344 | 344 | 12.08 |
| flip-flops | 1020 | 1020 | 66.43 |
| XOR/XNOR | 6 | 6 | 0.1142 |
| adder cells (fa/ha/maj) | 1 | 1 | 0.02719 |
| buffers and inverters | 287 | 302 | 2.629 |
| AND/OR/NAND/NOR | 1113 | 1113 | 14.81 |
| AND-OR/OR-AND | 274 | 274 | 3.902 |
## layout make-up
| type | count | area [sq um] |
|---|---|---|
| clock buffers | 122 | 2649 |
| clock inverters | 66 | 600.6 |
| fillers | 9673 | 63240 |
| inverters | 5 | 18.77 |
| multi-input cells | 1738 | 14250 |
| flip-flops and latches | 1020 | 30580 |
| well taps | 1512 | 1892 |
| repair buffers | 109 | 955.9 |
## per-layer routing
layer	wire, um	vias to the layer above	part of all wire, %
met4	1649	0	1.6
met1	41570	12930	41
li1	-	11610	-
met2	43790	1121	44
met3	13450	129	13
met5	0	-	0
Power and IR drop assume default switching activity.
